File: flow/config.mk
export PLATFORM = sky130hd
export DESIGN_NAME = AMBA_AXI_ram
export DESIGN_NICKNAME = AMBA_AXI_ram
export VERILOG_FILES = /design/flow/design.v
export SDC_FILE = /design/flow/constraint.sdc
export NUM_CORES = 4
export LEC_CHECK = 1
export CORE_UTILIZATION = 30
File: flow/constraint.sdc
current_design AMBA_AXI_ram

set clk_period 8.7
set clk_io_pct 0.2

create_clock -name clk0 -period $clk_period [get_ports {clk}]

set non_clock_inputs [all_inputs -no_clocks]
set_input_delay [expr $clk_period * $clk_io_pct] -clock clk0 $non_clock_inputs
set_output_delay [expr $clk_period * $clk_io_pct] -clock clk0 [all_outputs]
File: flow/design.v
module AMBA_AXI_ram
#(
	parameter ID_WIDTH = 4,
	parameter ADDR_WIDTH = 8,
	parameter DATA_WIDTH = 16,
	parameter BRESP_WIDTH = 3,
	parameter WR_MEM_DELAY = 2,
	parameter RD_MEM_DELAY = 2
)
(
	clk,
	rst_n,
	s_axi_awvalid,
	s_axi_awready,
	s_axi_awid,
	s_axi_awaddr,
	s_axi_awlen,
	s_axi_awsize,
	s_axi_awburst, 							 
	s_axi_wvalid,
	s_axi_wready,
	s_axi_wdata,
	s_axi_wstrb, 
	s_axi_wlast,
	s_axi_bvalid,
	s_axi_bready,
	s_axi_bid,
	s_axi_bresp,
	s_axi_arvalid,
	s_axi_arready,
	s_axi_arid,
	s_axi_araddr,
	s_axi_arlen,
	s_axi_arsize,
	s_axi_arburst,
	s_axi_rvalid,
	s_axi_rready,
	s_axi_rid,
	s_axi_rdata,
	s_axi_rresp,
	s_axi_rlast
);
parameter STROBE_WIDTH = DATA_WIDTH/8;
parameter W_STATE_IDLE = 2'd0;
parameter W_STATE_BRUST = 2'd1;
parameter W_STATE_RESPON = 2'd2;
parameter R_STATE_IDLE = 1'd0;
parameter R_STATE_BRUST = 1'd1;
parameter MEM_ADDR_SIZE = ADDR_WIDTH - $clog2(STROBE_WIDTH);  
input 								clk, rst_n;
input 								s_axi_awvalid;
output reg 							s_axi_awready;
input [ID_WIDTH - 1 : 0] 			s_axi_awid;
input [ADDR_WIDTH - 1 : 0] 			s_axi_awaddr;
input [7:0] 						s_axi_awlen;
input [2:0] 						s_axi_awsize;
input [1:0] 						s_axi_awburst; 
input 								s_axi_wvalid;
output reg 							s_axi_wready;
input [DATA_WIDTH - 1 : 0] 			s_axi_wdata;
input [STROBE_WIDTH - 1 : 0]		s_axi_wstrb;
input 								s_axi_wlast;
output reg	 						s_axi_bvalid;
input 								s_axi_bready;
output [ID_WIDTH - 1 : 0] 			s_axi_bid;
output [BRESP_WIDTH - 1 : 0] 		s_axi_bresp;
input 								s_axi_arvalid;
output reg							s_axi_arready;
input [ID_WIDTH - 1 : 0] 			s_axi_arid;
input [ADDR_WIDTH - 1 : 0] 			s_axi_araddr;
input [7:0]							s_axi_arlen;
input [2:0]							s_axi_arsize;
input [1:0]							s_axi_arburst;
output reg							s_axi_rvalid;
input 								s_axi_rready;
output [ID_WIDTH - 1 : 0] 			s_axi_rid;
output reg [DATA_WIDTH - 1 : 0]		s_axi_rdata;
output [BRESP_WIDTH - 1 : 0]		s_axi_rresp;
output reg							s_axi_rlast;
integer i;
reg [1:0] W_state, W_next_state;  
reg R_state, R_next_state;
reg [DATA_WIDTH - 1 : 0] mem[(1 << MEM_ADDR_SIZE) - 1 : 0];  
reg [1+$clog2(WR_MEM_DELAY) : 0] wr_mem_delay_cnt;
reg [1+$clog2(RD_MEM_DELAY) : 0] rd_mem_delay_cnt;
wire wr_mem_done, rd_mem_done;
reg [ID_WIDTH - 1 : 0] 			s_axi_awid_reg;
reg [ADDR_WIDTH - 1 : 0] 		s_axi_awaddr_reg;
reg [2:0] 						s_axi_awsize_reg;
reg [1:0] 						s_axi_awburst_reg;
reg [7:0] wdata_index_cnt;
wire [MEM_ADDR_SIZE - 1 : 0] 	awaddr_mem, araddr_mem;
wire wr_data_hand_en, rd_data_hand_en;
reg [ID_WIDTH - 1 : 0] 			s_axi_arid_reg;
reg [ADDR_WIDTH - 1 : 0] 		s_axi_araddr_reg;
reg [2:0] 						s_axi_arsize_reg;
reg [1:0] 						s_axi_arburst_reg;
reg [7:0] rdata_index_cnt;
always@(*)begin
    case(W_state)
        W_STATE_IDLE:begin
			if(s_axi_awvalid && s_axi_awready)
				W_next_state = W_STATE_BRUST;
			else
				W_next_state = W_STATE_IDLE;
        end
        W_STATE_BRUST:begin
			if(wdata_index_cnt > 0 || ~wr_mem_done)
				W_next_state = W_STATE_BRUST;
			else
				W_next_state = W_STATE_RESPON;
        end
        W_STATE_RESPON:begin
            if(s_axi_bready)
				W_next_state = W_STATE_IDLE;
			else
				W_next_state = W_STATE_RESPON;
        end
		  default: W_next_state = W_STATE_IDLE;
    endcase
end
always@(posedge clk, negedge rst_n)begin
    if(~rst_n)begin
        W_state <= W_STATE_IDLE;
    end
    else begin
        W_state <= W_next_state;
    end
end
always@(posedge clk, negedge rst_n)begin
    if(~rst_n)begin
		  s_axi_awid_reg 	<= 0;
		  s_axi_awsize_reg	<= 0;
		  s_axi_awburst_reg	<= 0;
    end
    else begin
		if(W_state == W_STATE_IDLE & s_axi_awvalid & s_axi_awready)begin
			  s_axi_awid_reg 	<= s_axi_awid;
			  s_axi_awsize_reg	<= s_axi_awsize < ($clog2(STROBE_WIDTH)) ? s_axi_awsize : ($clog2(STROBE_WIDTH));
			  s_axi_awburst_reg	<= s_axi_awburst;
		end
    end
end
always@(posedge clk, negedge rst_n)begin
    if(~rst_n)begin
        wdata_index_cnt <= 0;
    end
    else begin
		if(W_state == W_STATE_IDLE && s_axi_awvalid && s_axi_awready)
			wdata_index_cnt <= s_axi_awlen;
		else if(wr_data_hand_en)
			wdata_index_cnt <= wdata_index_cnt - 1;
    end
end
always@(posedge clk, negedge rst_n)begin
    if(~rst_n)begin
        s_axi_awaddr_reg <= 0;
    end
    else begin
        if(W_state == W_STATE_IDLE && s_axi_awvalid && s_axi_awready)
			s_axi_awaddr_reg <= s_axi_awaddr;
		else if(wr_data_hand_en && wdata_index_cnt > 1 && s_axi_awburst_reg != 2'b00)
			s_axi_awaddr_reg <= s_axi_awaddr_reg + (1 << s_axi_awsize_reg);
    end
end
assign awaddr_mem = s_axi_awaddr_reg >> ($clog2(STROBE_WIDTH));
always@(posedge clk, negedge rst_n)begin
    if(~rst_n)begin
        s_axi_awready <= 0;
    end
    else begin
        if(W_state == W_STATE_IDLE)
			s_axi_awready <= 1;
		else
			s_axi_awready <= 0;
    end
end
assign wr_data_hand_en = (W_state == W_STATE_BRUST && s_axi_wready && s_axi_wvalid);
assign wr_mem_done = wr_mem_delay_cnt == WR_MEM_DELAY;
always@(posedge clk, negedge rst_n)begin
    if(~rst_n)begin
        s_axi_wready <= 0;
    end
    else begin
        if (W_state == W_STATE_IDLE && W_next_state == W_STATE_BRUST || W_state == W_STATE_BRUST && W_next_state != W_STATE_RESPON && wr_mem_done)
			s_axi_wready <= 1;
		else
			s_axi_wready <= 0;
    end
end
always@(posedge clk, negedge rst_n)begin
    if(~rst_n)begin
        wr_mem_delay_cnt <= 0;
    end
    else begin
		if(wr_mem_done)
			wr_mem_delay_cnt <= 0; 
		else if(wr_data_hand_en || W_state == W_STATE_BRUST && wr_mem_delay_cnt > 0)
        	wr_mem_delay_cnt <= wr_mem_delay_cnt + 1;
    end
end
always@(posedge clk, negedge rst_n)begin
    if(~rst_n)begin
        s_axi_bvalid <= 0;
    end
    else begin
        if (W_state != W_STATE_RESPON )
			s_axi_bvalid <= 0;
		else
			s_axi_bvalid <= 1;
    end
end
assign s_axi_bid = s_axi_awid_reg;
assign s_axi_bresp = {BRESP_WIDTH{1'b0}};
always@(*)begin
    case(R_state)
        R_STATE_IDLE:begin
			if(s_axi_arvalid && s_axi_arready)
				R_next_state = R_STATE_BRUST;
			else
				R_next_state = R_STATE_IDLE;
        end
        R_STATE_BRUST:begin
			if(rdata_index_cnt > 1 || ~rd_mem_done)
				R_next_state = R_STATE_BRUST;
			else
				R_next_state = R_STATE_IDLE;
        end
		default: R_next_state = R_STATE_IDLE;
    endcase
end
always@(posedge clk, negedge rst_n)begin
    if(~rst_n)begin
        R_state <= R_STATE_IDLE;
    end
    else begin
        R_state <= R_next_state;
    end
end
always@(posedge clk, negedge rst_n)begin
    if(~rst_n)begin
		  s_axi_arid_reg 	<= 0;
		  s_axi_arsize_reg	<= 0;
		  s_axi_arburst_reg	<= 0;
    end
    else begin
		if(R_state == R_STATE_IDLE & s_axi_arvalid & s_axi_arready)begin
			  s_axi_arid_reg 	<= s_axi_arid;
			  s_axi_arsize_reg	<= s_axi_arsize < ($clog2(STROBE_WIDTH)) ? s_axi_arsize : ($clog2(STROBE_WIDTH));
			  s_axi_arburst_reg	<= s_axi_arburst;
		end
    end
end
always@(posedge clk, negedge rst_n)begin
    if(~rst_n)begin
        rdata_index_cnt <= 0;
    end
    else begin
		if(R_state == R_STATE_IDLE && s_axi_arvalid && s_axi_arready)
			rdata_index_cnt <= s_axi_arlen;
		else if(rd_data_hand_en && rd_mem_done)
			rdata_index_cnt <= rdata_index_cnt - 1;
    end
end
always@(posedge clk, negedge rst_n)begin
    if(~rst_n)begin
        s_axi_araddr_reg <= 0;
    end
    else begin
        if(R_state == R_STATE_IDLE && s_axi_arvalid && s_axi_arready)
			s_axi_araddr_reg <= s_axi_araddr;
		else if(rd_data_hand_en && rd_mem_done && s_axi_arburst_reg != 2'b00)
			s_axi_araddr_reg <= s_axi_araddr_reg + (1 << s_axi_arsize_reg);
    end
end
assign araddr_mem = s_axi_araddr_reg >> ($clog2(STROBE_WIDTH));
always@(posedge clk, negedge rst_n)begin
    if(~rst_n)begin
        s_axi_arready <= 0;
    end
    else begin
        if(R_state == R_STATE_IDLE)
			s_axi_arready <= 1;
		else
			s_axi_arready <= 0;
    end
end
assign rd_data_hand_en = (R_state == R_STATE_BRUST && s_axi_rready);
assign rd_mem_done = rd_mem_delay_cnt == RD_MEM_DELAY;
always@(posedge clk, negedge rst_n)begin
    if(~rst_n)begin
        s_axi_rvalid <= 0;
    end
    else begin
        if (R_state == R_STATE_BRUST && rd_mem_done)
			s_axi_rvalid <= 1;
		else
			s_axi_rvalid <= 0;
    end
end
always@(posedge clk, negedge rst_n)begin
    if(~rst_n)begin
        rd_mem_delay_cnt <= 0;
    end
    else begin
		if(rd_mem_done)
			rd_mem_delay_cnt <= 0; 
		else if(rd_data_hand_en || R_state == R_STATE_BRUST && rd_mem_delay_cnt > 0)
        	rd_mem_delay_cnt <= rd_mem_delay_cnt + 1;
    end
end
assign s_axi_rid = s_axi_arid_reg;
assign s_axi_rresp = {BRESP_WIDTH{1'b0}};
always@(posedge clk, negedge rst_n)begin
    if(~rst_n)begin
        s_axi_rdata <= 0;
    end
    else begin
		if(rd_data_hand_en && rd_mem_done)
        	s_axi_rdata <= mem[araddr_mem];
    end
end
always@(posedge clk, negedge rst_n)begin
    if(~rst_n)begin
        s_axi_rlast <= 0;
    end
    else begin
		if(rdata_index_cnt == 1 && rd_mem_done)
        	s_axi_rlast <= 1;
		else
			s_axi_rlast <= 0;
    end
end
always@(posedge clk, negedge rst_n)begin
    if(~rst_n)begin
        for	(i=0; i<(1 << MEM_ADDR_SIZE);i=i+1)
			mem[i] <= 0;
    end
    else begin
        for(i=0; i<STROBE_WIDTH; i=i+1)begin
			if(wr_data_hand_en & s_axi_wstrb[i])
				mem[awaddr_mem][8*(i+1)-1 -: 8] <= s_axi_wdata[8*(i+1)-1 -: 8];
		end
    end
end
endmodule 
File: flow/run.sh
#!/bin/bash
# OpenROAD 26Q1-2900-gdf79404cd8, Yosys 0.63+post, stock flow scripts
make -C /OpenROAD-flow-scripts/flow DESIGN_CONFIG=/design/flow/config.mk WORK_HOME=/design/flow/orfs finish
==> results.txt <==
The full implementation flow was run.

Entering global routing, the biggest net connects 132 pins. Counting the warning lines in the Yosys log gives 2. The count of routing violations after the opening detailed-route iteration stands at 7669. For reference, the final report shows the hold violation count at 0. The flow reported a cell area power density of 243 nW/um^2. The H-tree was split into 4 levels. The initial antenna violation count stands at 53.

The number of placement rows stands at 206. Of all nets on the critical path, the largest fanout is 35. The I/O pin total stands at 112.

The logs give a warning total of 82. The root buffer cell chosen for the clock tree is clkbuf_16. Dividing the detail-routed wire length by the instance count gives 42.4 um. The synthesized area per cell stands at 13.1 sq um. The post-route clock skew stands at 61.8 ps. The placeable core area stands at 315000 sq um.

The total negative setup slack stands at 0 ps. TritonCTS built the clock tree. Synthesis inferred 2130 register bits. The all-layer global routing usage stands at 33.2%. At the worst endpoint, the required time is 9470 ps. The total wire length stands at 513000 um. Ranked by flip-flop count, first place goes to mem.

The final critical-path share of the clock period stands at 66.8%. The wire length of the first global-routing pass stands at 677000 um. Of the total power, the share spent switching nets is 33.2%. The worst-case max-slew headroom was logged as 6.45%. Across all layers, the routed design uses 74134 vias.

The number of port buffers stands at 104. The number of clock buffers added by TritonCTS is 239. The hold-fix buffer count after cts stands at 0.

The vertical die dimension stands at 565 um. Looking at the power breakdown, the clock network takes 38.8% of the total. The internal cell power stands at 18.3 mW. The data arrival time reported for the critical path is 6590 ps. The critical path is of the flip-flop to flip-flop type. The flow ran to the end, and the final reports show no timing, DRC or antenna violations. The number of global-route vias before repair stands at 72434. The flip-flop count of the largest register, all copies and words added stands at 2048. The last timing report of the flow puts the setup violation total at 0. In the log, the iteration count for the first detailed-route pass is 9.

The met3 routed wirelength stands at 89600 um. The post-synthesis instance total stands at 7254. The script extracted a net switching power of 9.10 mW. The peak supply drop stands at 0.000245 V. For reference, the top cells by area after synthesis are dfrtp_1, mux2_2, a22oi_1. The part of the total power dissipated in sequential elements stands at 41.3%. STA reports the tightest min-delay check as being of type flip-flop to flip-flop. The cell count in the Yosys report stands at 7254. The clock period could shrink to 5810 ps. Combinational cells account for 19.9% of the total power. After routing the design area is 113000 sq um.

The share of the core area taken by cells at floorplan is 30.2%. The share of cells above drive strength 1 stands at 40.8%. TritonCTS reports the number of clock sinks as 2130. STA classifies the critical path endpoint as a flip-flop. The number of vias per cell after detailed routing stands at 6.12.

The total setup buffers inserted after CTS stands at 0. The global placement routability congestion stands at 1.09. The worst-case clock buffer depth stands at 4. Setup repair after global routing left no endpoint under its margin. The total cell area reported by yosys after synthesis stands at 95200 sq um.

Post-CTS repair changed the size of 0 cells. Power comes to 27.4 mW. The flow measured a signed area growth from synthesis to layout of 18.3%. The number of flops mapped to enable cells by yosys stands at 0. Looking at the worst setup and hold paths, the clock pins of their registers show a slew of 60 ps. The die outline width stands at 565 um.

STA classifies the critical path startpoint as a flip-flop. The count of pins over their slew limit stands at 0. Signal routing reaches up to met5.

The number of different library cells used by synthesis comes to 95. The placement stage leaves a total instance area of 104000 sq um. The post-place setup slack stands at 3350 ps.

The fraction of registers with async set or reset after synthesis stands at 100%. For this block, wires on met1 add up to 180000 um. The registers reported with the highest flop counts are mem: 2048 flops, s_axi_rdata: 16 flops. Setup slack closes at 2890 ps. The DRC violation total left in the routed layout is recorded as 0. The global route total overflow stands at 0. Once detailed placement completed, the half-perimeter wirelength came to 352000 um. The highest achievable clock rate stands at 0.172 GHz. The leakage component of the power stands at 52.9 nW. Looking at the cell usage after synthesis, the top flip-flop cell is dfrtp_1. The fraction of post-synthesis cell area in the top cell type by area stands at 56.0%.

The total die size stands at 319000 sq um. The total of max-cap violations stands at 0. In the detailed route, the total length drawn on met2 is 202000 um.

The part of the Yosys area used for sequential elements stands at 56.0%. The synthesized design spends more area on one cell type than any other, namely dfrtp_1. The source-to-sink clock delay at the later pin of the worst-skew pair stands at 940 ps. After synthesis the cells add up to 95200 sq um. The post-route antenna net violation count stands at 0. For the pin with the worst max-slew slack, the measured transition is 1400 ps.
[metal layers]
| metal | vias to the layer above | GRT usage [%] |
|---|---|---|
| li1 | 28466 | - |
| met1 | 38856 | 39.0 |
| met2 | 5253 | 42.9 |
| met3 | 1509 | 24.2 |
| met4 | 50 | 20.8 |
| met5 | - | 2.72 |
[synthesized netlist by cell type (all sizes together), types with 7 or more instances]
| cell type | n |
|---|---|
| a2111oi | 22 |
| a211oi | 8 |
| a21oi | 99 |
| a221oi | 57 |
| a222oi | 71 |
| a22o | 98 |
| a22oi | 561 |
| a31oi | 22 |
| a32o | 10 |
| a32oi | 65 |
| a41oi | 11 |
| and3 | 63 |
| and3b | 9 |
| and4 | 7 |
| and4b | 7 |
| buf | 177 |
| clkbuf | 346 |
| dfrtp | 2129 |
| ha | 19 |
| inv | 24 |
| mux2 | 2065 |
| mux2i | 17 |
| nand2 | 297 |
| nand2b | 10 |
| nand3 | 148 |
| nand4 | 90 |
| nor2 | 339 |
| nor2b | 19 |
| nor3 | 45 |
| nor3b | 9 |
| nor4 | 57 |
| nor4bb | 7 |
| o211ai | 17 |
| o21a | 10 |
| o21ai | 72 |
| o221ai | 7 |
| o22a | 9 |
| o22ai | 90 |
| o32ai | 8 |
| or3 | 8 |
| or4 | 23 |
| xnor2 | 13 |
[final timing paths]
| check | startpoint | endpoint | slack (ps) | cells past startpoint |
|---|---|---|---|---|
| worst max-delay path | s_axi_araddr_reg[2] | s_axi_rdata[7] | 2890 | 9 |
| worst min-delay path | W_state[0] | s_axi_awready | 430 | 0 |
| worst max register to register | s_axi_araddr_reg[2] | s_axi_rdata[7] | 2890 | 9 |
| worst min register to register | W_state[0] | s_axi_awready | 430 | 0 |
| max in group asynchronous | rst_n | mem[46][10] | 5350 | 4 |
| min in group asynchronous | rst_n | mem[118][4] | 770 | 1 |
[cell usage in the layout (no fill, tap or decap), types with 54 or more instances in the layout]
master / count
clkinv_2: 54
nand2_1: 296
a21oi_1: 99
a22o_1: 98
clkbuf_16: 239
clkbuf_8: 61
nand3_1: 147
dfrtp_1: 2122
nor2_1: 297
and3_1: 62
nand4_1: 89
a221oi_1: 56
mux2_2: 2065
clkdlybuf4s50_1: 87
a22oi_1: 560
o21ai_0: 71
o22ai_1: 90
a222oi_1: 71
buf_4: 622
a32oi_1: 65
[kinds of logic after synthesis]
| family | count (synthesis) | synth area share (%) |
|---|---|---|
| AND-OR/OR-AND | 1277 | 10.2 |
| XOR/XNOR | 19 | 0.175 |
| adder cells (fa/ha/maj) | 21 | 0.292 |
| buffers and inverters | 548 | 2.54 |
| flip-flops | 2130 | 56.0 |
| multiplexers | 2082 | 24.6 |
| other | 1 | 0.00394 |
| AND/OR/NAND/NOR | 1176 | 6.20 |
[worst max-delay path: stages (launching register included)]
cell	delay, ps
dfrtp_4	770
buf_4	650
or4b_1	860
nor2_1	530
buf_4	350
a22oi_1	670
nand4_1	170
or4_1	850
nor3_1	540
a41oi_1	190
[layout make-up]
class,count,area (sq um)
antenna,43,108
clock buffer,341,6970
clock inverter,103,1200
fill,29819,203000
inverter,25,93.8
multi-input combinational,4581,39800
sequential,2130,53300
tap,4160,5200
timing repair buffer,728,5930
[metrics by stage]
stage	utilization (%)	instances	hold WS, ps
final	35.7	12111	435
after global placement	33.1	11624	422
after detailed placement	33.1	11624	427
after global routing	35.7	12071	444
after floorplan	-	7259	415
after CTS	35.7	12068	435
[power by group through the flow]
stage	Sequential, mW	Combinational, mW	Clock, mW
final	11.3	5.45	10.6
after global routing	11.4	5.42	11.1
after CTS	11.3	5.16	10.7
Power and IR drop assume default switching activity.
